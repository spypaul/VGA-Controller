[flow/design.v]
`timescale 1ns / 1ps
module Clk25Mhz(CLKIN, ACLR_L, CLKOUT);
input CLKIN, ACLR_L;
output reg CLKOUT;
reg cnt;  
wire aclr_i;
assign aclr_i = ~ACLR_L;
always @ (posedge CLKIN, posedge aclr_i)
begin
    if (aclr_i == 1'b1)
        cnt <= 1'b0;
    else if (cnt == 1'b1)
        cnt <= 1'b0;
    else
        cnt <= cnt+1;     
end
always @ (posedge CLKIN, posedge aclr_i)
begin 
    if (aclr_i == 1'b1)
       CLKOUT <= 1'b0;
    else if (cnt == 1'b1)
       CLKOUT <= ~CLKOUT;
end
endmodule
`timescale 1ns / 1ps
module Sync2x8(ASYNC0, CLK, ACLR_L, SYNC);
input CLK, ACLR_L; 
input [7:0]ASYNC0;
output [7:0] SYNC;
wire aclr_i; 
assign aclr_i = ~ACLR_L;
reg [1:0] sreg0, sreg1, sreg2, sreg3, sreg4, sreg5, sreg6, sreg7;
assign SYNC[0] = sreg0[1];
always @(posedge CLK, posedge aclr_i) 
begin
    if(aclr_i == 1'b1)
        sreg0 <= 2'b00;
    else 
        sreg0 <= {sreg0[0], ASYNC0[0]};
end
assign SYNC[1] = sreg1[1];
always @(posedge CLK, posedge aclr_i) 
begin
    if(aclr_i == 1'b1)
        sreg1 <= 2'b00;
    else 
        sreg1 <= {sreg1[0], ASYNC0[1]};
end
assign SYNC[2] = sreg2[1];
always @(posedge CLK, posedge aclr_i) 
begin
    if(aclr_i == 1'b1)
        sreg2 <= 2'b00;
    else 
        sreg2 <= {sreg2[0], ASYNC0[2]};
end
assign SYNC[3] = sreg3[1];
always @(posedge CLK, posedge aclr_i) 
begin
    if(aclr_i == 1'b1)
        sreg3 <= 2'b00;
    else 
        sreg3 <= {sreg3[0], ASYNC0[3]};
end
assign SYNC[4] = sreg4[1];
always @(posedge CLK, posedge aclr_i) 
begin
    if(aclr_i == 1'b1)
        sreg4 <= 2'b00;
    else 
        sreg4 <= {sreg4[0], ASYNC0[4]};
end
assign SYNC[5] = sreg5[1];
always @(posedge CLK, posedge aclr_i) 
begin
    if(aclr_i == 1'b1)
        sreg5 <= 2'b00;
    else 
        sreg5 <= {sreg5[0], ASYNC0[5]};
end
assign SYNC[6] = sreg6[1];
always @(posedge CLK, posedge aclr_i) 
begin
    if(aclr_i == 1'b1)
        sreg6 <= 2'b00;
    else 
        sreg6 <= {sreg6[0], ASYNC0[6]};
end
assign SYNC[7] = sreg7[1];
always @(posedge CLK, posedge aclr_i) 
begin
    if(aclr_i == 1'b1)
        sreg7 <= 2'b00;
    else 
        sreg7 <= {sreg7[0], ASYNC0[7]};
end
endmodule
`timescale 1ns / 1ps
module VGADriver(CLK, ARST_L, SW0, SW1, SW2, SW3, SW4, SW5, SW6, SW7, HSYNC, VSYNC, RED, GREEN, BLUE);
input CLK, ARST_L, SW0, SW1, SW2, SW3, SW4, SW5, SW6, SW7;
output HSYNC, VSYNC;
output [3:0]RED, GREEN, BLUE;
wire dotclk_i;  
wire [7:0] sync_i;
wire [7:0] swbus_i; 
assign swbus_i = {SW7, SW6, SW5, SW4, SW3, SW2, SW1, SW0}; 
Clk25Mhz U1(.CLKIN(CLK), .ACLR_L(ARST_L), .CLKOUT(dotclk_i));
Sync2x8 U2(.ASYNC0(swbus_i), .CLK(dotclk_i), .ACLR_L(ARST_L), .SYNC(sync_i));
VGAEncoder U3(.CLK(dotclk_i), .CSEL(sync_i), .ARST_L(ARST_L), .HSYNC(HSYNC), .VSYNC(VSYNC), .RED(RED), .GREEN(GREEN), .BLUE(BLUE), .HCOORD(), .VCOORD());
endmodule
`timescale 1ns / 1ps
module VGAEncoder(CLK, CSEL, ARST_L, HSYNC, VSYNC, RED, GREEN, BLUE, HCOORD, VCOORD);
input CLK, ARST_L;
input [11:0]CSEL;
output reg HSYNC, VSYNC;
output reg [3:0] RED, GREEN, BLUE;
output reg [9:0] HCOORD, VCOORD;
reg hsync_i, vsync_i;
reg [3:0] red_i, green_i, blue_i;
reg [9:0] hcoord_i, vcoord_i;
wire arst_i;
assign arst_i = ~ARST_L;
always @ (posedge CLK, posedge arst_i)
begin
    if (arst_i == 1'b1)
        hcoord_i <= 10'b0000000000;
    else if (hcoord_i == 799)
        hcoord_i <= 10'b0000000000;
    else 
        hcoord_i <= hcoord_i+1;    
end
always @ (posedge CLK, posedge arst_i)
begin
    if (arst_i == 1'b1)
        vcoord_i <= 10'b0000000000;
    else if (vcoord_i == 525)
        vcoord_i <= 10'b0000000000;
    else if (hcoord_i == 799)
        vcoord_i <= vcoord_i+1;    
end
always @ (hcoord_i)
begin
     if ((hcoord_i >= 659)&&(hcoord_i <= 755))
           hsync_i <= 1'b0;
     else 
           hsync_i <= 1'b1;
end
always @ (vcoord_i)
begin
     if ((vcoord_i == 493)||(vcoord_i == 494))
           vsync_i <= 1'b0;
     else 
           vsync_i <= 1'b1;
end
always @ (hcoord_i, vcoord_i,CSEL)
begin
    if (((hcoord_i >= 640) && (hcoord_i <= 799))|| ((vcoord_i >= 480) && (vcoord_i <= 524))) 
    begin 
        red_i <= 4'b0000;
        green_i <= 4'b0000;
        blue_i <= 4'b0000;
    end
    else
    begin
        {red_i, green_i, blue_i} <= CSEL;
    end
end
always @ (posedge CLK, posedge arst_i)
begin
    if (arst_i == 1'b1)
    begin
         RED <= 4'b0000;
         GREEN <= 4'b0000;
         BLUE <= 4'b0000;
         HSYNC <= 1'b1; 
         VSYNC <= 1'b1; 
         HCOORD <= 10'b0000000000;
         VCOORD <= 10'b0000000000;
    end
    else
    begin
         RED <= red_i;
         GREEN <= green_i;
         BLUE <= blue_i;
         HSYNC <= hsync_i;
         VSYNC <= vsync_i; 
         HCOORD <= hcoord_i;
         VCOORD <= vcoord_i;        
    end
end
endmodule
[flow/run.sh]
#!/bin/bash
# OpenROAD 26Q1-2900-gdf79404cd8, Yosys 0.63+post, stock flow scripts
make -C /OpenROAD-flow-scripts/flow DESIGN_CONFIG=/design/flow/config.mk WORK_HOME=/design/flow/orfs finish
[flow/config.mk]
export PLATFORM = sky130hd
export DESIGN_NAME = VGADriver
export DESIGN_NICKNAME = VGADriver
export VERILOG_FILES = /design/flow/design.v
export SDC_FILE = /design/flow/constraint.sdc
export NUM_CORES = 4
export LEC_CHECK = 1
export CORE_UTILIZATION = 40
[flow/constraint.sdc]
current_design VGADriver

set clk_period 1.7
set clk_io_pct 0.2

create_clock -name clk0 -period $clk_period [get_ports {CLK}]

set non_clock_inputs [all_inputs -no_clocks]
set_input_delay [expr $clk_period * $clk_io_pct] -clock clk0 $non_clock_inputs
set_output_delay [expr $clk_period * $clk_io_pct] -clock clk0 [all_outputs]
==> CHANGELOG.md <==
### Changed

* Average wire per standard cell at ~11 µm
* Top logic cells by instance count in the layout: dfrtp_1, clkdlybuf4s50_1, nor2_1, and2_1, xnor2_1
* Detailed-router iteration count before antenna repair at 4
* Deepest level of the CTS H-tree at 1
* Met2 Resource Use GR at 0.189
* Power density over cell area at roughly 120 mW/mm²
* Setup repair after global routing missed its margin: no
* Final HPWL from detailed placement at between 1500 and 2000 µm
* Worst Path Arrival at 0.75 ns
* Layout area overhead at 13.9%
* Post-CTS sizing at 0
* Slowest cell on the critical path: dfrtp_1
* Number of buffers inserted to repair setup after CTS at 0
* Routed vias/inst at 4.85
* Max_cap viols at 0
* Setup TNS after final layout at 0 ns
* Antenna violations before repair at 0
* Cell total in the yosys stat output at 153
* Critical path's largest stage delay at ~0.38 ns
* Synth Seq Share at 0.619
* Slew at the pin closest to its max-slew limit at slightly above 0.6 ns
* Placed cell count at between 200 and 250
* DIE AREA at slightly above 0.005 mm²
* Headroom to the max-slew limit at 0.584
* CTS Root Buffer Type: clkbuf_8
* Core Region at around 0.0047 mm²
* Mean cell area of the mapped netlist at between 10 and 15 µm²
* Number of remaining DRC errors at 0
* Clock tree from TritonCTS: yes
* Synth Register Bits at approximately 48
* PnR Total Power at 272 µW
* Number of cells in the finished layout apart from fillers at 227
* Placer Congestion at between 0.8 and 0.9
* Critical Path End Type: register
* Chip Area, Yosys at about 0.0019 mm²
* Peak supply drop at ~0.42 mV
* Number of global-route vias before repair at between 1,000 and 1,500
* DIE WIDTH at 71.7 µm
* Register pins left without a clock at around 46
* Late-Pin Clk Latency at around 0.21 ns
* M1 GR Usage at 0.194
* Total routed wirelength at between 2000 and 3000 µm
* Total number of placement rows at 25
* Count of endpoints failing hold in the final timing report at 0
* Pin count of the biggest net entering global routing at ~47
* Clock tree buffer depth at 2
* Class of the tightest hold or removal check: register to register
* Crit path DRT at 1.78 ns
* Crit path buffers/inverters at 0
* Number of clock buffers inserted by TritonCTS at 3
* Critical path's top delay family: flip-flops
* Number of max-slew violations in the final report at 0
* Tmin final at 0.670 ns
* Post-Syn Area at just under 0.002 mm²
* Setup Viol. Count Final at 0
* Kind of start point of the critical path: register
* Layout cells sized above 1 at 0.0925
* Final antenna diode count at 0
* Leakage Power at around 0.0010 µW
* Hold buffer count at CTS at 1
* Most used routing layer in global routing: met1
* Via total after detailed routing at 1,100
* Clock-pin slew on the worst setup and hold paths at roughly 0.03 ns
* Post-route clock skew at 0.000147 ns
* Die height at ~72 µm
* Count of endpoints without a timing constraint at about 56
* Max Freq at 1490 MHz
* Number of library cell types mapped by synthesis at 38
* Synth warnings at 4
* Most common library cell in the layout ignoring fill and taps: dfrtp_1
* Largest fanout on the critical path at 2
* Floorplan-stage core utilization at 0.415
* Number of warning messages in the logs at 30
* Post-route antenna net violation count at 0
* Crit share post-route at 0.394
* Total track usage at 0.120
* Aggregate global routing overflow at 0
* Status: finished, final reports clean
* Number of standard cells after synthesis at roughly 150
* Number of buffers inserted by port buffering at 19
* Routing usage on met3 at 0.0228
* 1st-iter DRT viols at ~43
* Boundary pin count at 24
* Wire length of the first global-routing pass at 4760 µm
* Series of cell instances along the critical path: xor2_1
* Critical path class: register to register
[state kept, by name, summed over array words and instances, names as in the netlist, 2 cells and up]
signal,count
U3.vcoord_i,10
U2.sreg4,2
U2.sreg6,2
U3.BLUE,4
U2.sreg5,2
U2.sreg7,2
U2.sreg1,2
U2.sreg2,2
U2.sreg0,2
U3.hcoord_i,10
U2.sreg3,2
U3.GREEN,4
[metal layers]
layer  wire (µm)  share of wire
met5           0              0
met4           0              0
met3          86          0.033
met2        1200           0.47
met1        1290           0.50
[layout make-up]
type                       instances  area (µm²)
inverter                           7        26.3
sequential                        48        1200
clock buffer                       3        41.3
timing repair buffer              22         210
multi-input combinational         93         667
fill                             401        2480
tap                               54        67.6
[where the power goes]
group          switching [µW]  internal, µW  total, µW
clock                    32.7           149        182
sequential                  0          48.5       48.5
combinational            22.3          19.6       41.9
[Yosys cell counts]
cell        n  area (µm²)
a21oi_1     1        5.00
a41o_1      1        10.0
and2_1      8        50.1
and3_1      3        18.8
and4_1      1        8.76
buf_4       4        30.0
buf_6       2        22.5
clkbuf_1    2        7.51
conb_1      1        3.75
dfrtp_1    46        1150
dfstp_2     2        52.6
ha_1        6        75.1
inv_1       7        26.3
mux2_2      1        11.3
mux2i_1     3        30.0
nand2_1     6        22.5
nand2_2     1        6.26
nand2b_1    1        6.26
nand3_1     6        30.0
nand3b_1    1        7.51
nand4_1     4        25.0
nand4_4     1        21.3
nor2_1     14        52.6
nor2_2      1        6.26
nor2b_1     1        6.26
nor3_1      2        10.0
nor3_4      1        16.3
nor4_1      2        12.5
nor4_4      1        21.3
nor4b_1     1        8.76
o2111ai_1   2        17.5
o21ai_0     3        15.0
or3_1       1        6.26
or4_1       1        7.51
or4b_4      1        13.8
xnor2_1     8        70.1
xnor2_2     1        16.3
xor2_1      5        43.8
[path summary, 6_finish.rpt]
path / from / to / cells after the start / slack [ns]
max in group asynchronous: ARST_L / U1.CLKOUT$_DFFE_PN0P_ / 2 / 1.14
hold reg to reg: U1.cnt$_DFF_PN0_ / U1.cnt$_DFF_PN0_ / 1 / 0.45
setup / recovery: U1.CLKOUT$_DFFE_PN0P_ / U1.CLKOUT$_DFFE_PN0P_ / 1 / 1.03
hold / removal: U1.cnt$_DFF_PN0_ / U1.cnt$_DFF_PN0_ / 1 / 0.45
setup reg to reg: U1.CLKOUT$_DFFE_PN0P_ / U1.CLKOUT$_DFFE_PN0P_ / 1 / 1.03
min in group asynchronous: ARST_L / U1.cnt$_DFF_PN0_ / 2 / 0.46
[through the flow]
step / setup WS (ns) / util / area, µm² / hold WS, ns
3_5_place_dp: 1.05 / 0.461 / 2160 / 0.132
5_1_grt: 1.02 / 0.472 / 2220 / 0.479
6_report: 1.03 / 0.472 / 2220 / 0.454
2_1_floorplan: 0.588 / - / 1960 / 0.0444
3_3_place_gp: 1.05 / 0.461 / 2160 / 0.130
4_1_cts: 1.03 / 0.472 / 2220 / 0.456
[logic make-up (layout without fill, tap and decap cells)]
family / count (synthesis) / in the layout / synth area share
flops: 48 / 48 / 0.619
compound gates: 7 / 7 / 0.0244
other cells: 1 / 4 / 0.00193
simple gates: 58 / 58 / 0.184
buf+inv: 15 / 32 / 0.0444
fa+ha+maj: 6 / 6 / 0.0386
xor+xnor: 14 / 14 / 0.0669
mux: 4 / 4 / 0.0212
Power is estimated from default activity; no workload was simulated.
